===== flow/run.sh =====
#!/bin/bash
# OpenROAD 26Q1-2900-gdf79404cd8, Yosys 0.63+post, stock flow scripts
make -C /OpenROAD-flow-scripts/flow DESIGN_CONFIG=/design/flow/config.mk WORK_HOME=/design/flow/orfs finish

===== flow/config.mk =====
export PLATFORM = sky130hd
export DESIGN_NAME = FIRFilter
export DESIGN_NICKNAME = FIRFilter
export VERILOG_FILES = /design/flow/design.v
export SDC_FILE = /design/flow/constraint.sdc
export NUM_CORES = 4
export LEC_CHECK = 1
export CORE_UTILIZATION = 40

===== flow/constraint.sdc =====
current_design FIRFilter

set clk_period 6.1
set clk_io_pct 0.2

create_clock -name clk0 -period $clk_period [get_ports {clock}]

set non_clock_inputs [all_inputs -no_clocks]
set_input_delay [expr $clk_period * $clk_io_pct] -clock clk0 $non_clock_inputs
set_output_delay [expr $clk_period * $clk_io_pct] -clock clk0 [all_outputs]

===== flow/design.v =====
module FIRFilter(
  input         clock,
  input         reset,
  input  [15:0] io_in,
  output [15:0] io_out
);
  reg [15:0] zs_0;  
  reg [31:0] _RAND_0;
  reg [15:0] zs_1;  
  reg [31:0] _RAND_1;
  reg [15:0] zs_2;  
  reg [31:0] _RAND_2;
  reg [15:0] zs_3;  
  reg [31:0] _RAND_3;
  reg [16:0] _T_1;  
  reg [31:0] _RAND_4;
  reg [16:0] _T_2;  
  reg [31:0] _RAND_5;
  reg [16:0] _T_3;  
  reg [31:0] _RAND_6;
  reg [17:0] _T_5;  
  reg [31:0] _RAND_7;
  reg [17:0] _T_6;  
  reg [31:0] _RAND_8;
  reg [17:0] _T_7;  
  reg [31:0] _RAND_9;
  reg [17:0] _T_9;  
  reg [31:0] _RAND_10;
  reg [17:0] _T_10;  
  reg [31:0] _RAND_11;
  reg [17:0] _T_11;  
  reg [31:0] _RAND_12;
  reg [18:0] _T_13;  
  reg [31:0] _RAND_13;
  reg [18:0] _T_14;  
  reg [31:0] _RAND_14;
  reg [18:0] _T_15;  
  reg [31:0] _RAND_15;
  wire [17:0] _GEN_15;  
  reg [17:0] _T_18;  
  reg [31:0] _RAND_16;
  reg [17:0] _T_21;  
  reg [31:0] _RAND_17;
  wire [18:0] _GEN_16;  
  reg [18:0] _T_24;  
  reg [31:0] _RAND_18;
  assign _GEN_15 = {{1'd0}, _T_3};  
  assign _GEN_16 = {{1'd0}, _T_21};  
  assign io_out = _T_24[15:0];  
  always @(posedge clock) begin
    zs_0 <= zs_1;
    zs_1 <= zs_2;
    zs_2 <= zs_3;
    zs_3 <= io_in;
    _T_1 <= 16'h1 * zs_0;
    _T_2 <= _T_1;
    _T_3 <= _T_2;
    _T_5 <= 16'h2 * zs_1;
    _T_6 <= _T_5;
    _T_7 <= _T_6;
    _T_9 <= 16'h3 * zs_2;
    _T_10 <= _T_9;
    _T_11 <= _T_10;
    _T_13 <= 16'h4 * zs_3;
    _T_14 <= _T_13;
    _T_15 <= _T_14;
    _T_18 <= _GEN_15 + _T_7;
    _T_21 <= _T_18 + _T_11;
    _T_24 <= _GEN_16 + _T_15;
  end
endmodule

==> impl_metrics.env <==
# yosys + openroad results
export IMPL_status="finished clean"
export IMPL_syn_inst=558
export IMPL_busiest_layer="met1"
export IMPL_ys_ff=205
export IMPL_cp_slowest_cell="fa_1"
export IMPL_peakVddDrop_mv=0.253
export IMPL_power_density_mw_per_mm2=473
export IMPL_synth_warnings=1
export IMPL_ys_seq_share_pct=61.5
export IMPL_fmax_mhz=396
export IMPL_seq_area_mm2=0.00410
export IMPL_top_area_cell="dfxtp_1"
export IMPL_track_usage_pct=12.6
export IMPL_final_min_clock_period_ns=2.53
export IMPL_ant_nets=0
export IMPL_grt_start_max_net_pins=15
export IMPL_tool_warnings=26
export IMPL_worstPathCellList="ha_1 -> inv_1 -> fa_1 -> nand2b_1 -> a21oi_1 -> o211ai_1 -> o221ai_1 -> nor4b_1 -> a311o_1"
export IMPL_arrival_ns=2.89
export IMPL_use_met1_pct=19.7
export IMPL_power_mw=3.73
export IMPL_grt_met3_usage_pct=3.38
export IMPL_hold_buffers=0
export IMPL_ys_cells=558
export IMPL_setup_tns_ns=0
export IMPL_root_buffer="clkbuf_16"
export IMPL_max_slew_margin_rel_pct=61.1
export IMPL_synthDistinctLibCells=49
export IMPL_portBuffers=32
export IMPL_fp_row_count=46
export IMPL_clockBufferDepth=3
export IMPL_cts_made_buffers=21
export IMPL_gp_congestion=0.892
export IMPL_cp_num_buf_inv=1
export IMPL_drive_gt1_share_pct=5.48
export IMPL_clk_latency_ns=0.48
export IMPL_fp_dieW_um=131
export IMPL_dr_pass1_iters=4
export IMPL_vias_per_cell=4.63
export IMPL_core_mm2=0.0161
export IMPL_tightest_slew_ns=0.579
export IMPL_path_clk_slew_ns=0.06
export IMPL_critPathTopFamily="AND-OR/OR-AND gates"
export IMPL_synth_async_reset_ratio_pct=0
export IMPL_grt_pass1_vias=3730
export IMPL_met2_usage_pct=17.9
export IMPL_grt_pass1_wl_mm=17.2
export IMPL_critPathMaxFanout=4
export IMPL_antenna_found_initial=0
export IMPL_area_growth_pct=18.4
export IMPL_grt_ovfl_total=0
export IMPL_die_h_um=131
export IMPL_post_dp_hpwl_mm=6.99
export IMPL_min_path_type="register to register"
export IMPL_leakagePower_nw=3.38
export IMPL_startpoint_type="register"
export IMPL_finalSetupViolations=0
export IMPL_edf_count=0
export IMPL_rsz0062_at_grt="false"
export IMPL_wl_per_cell_um=12.1
export IMPL_h_tree_depth=1
export IMPL_critPathRequiredTime_ns=6.47
export IMPL_multiInputGateArea_mm2=0.00246
export IMPL_fillerInstances=1358
export IMPL_path_class="register to register"
export IMPL_cts_resized=0
export IMPL_endpoint_kind="register"
export IMPL_cts_tree="built"
export IMPL_fp_utilization_pct=41.5
export IMPL_syn_area_per_cell_um2=12.0
export IMPL_drt_total_wl_mm=10.1
export IMPL_fin_crit_sh_pct=41.4
export IMPL_ios=34
export IMPL_drt_iter0_drc=243
export IMPL_dieArea_mm2=0.0172
export IMPL_route_detailed_drc=0
export IMPL_area_leaders="dfxtp_1 62%, ha_1 11%, xnor2_1 4.3%, a21oi_1 3.2%, xor2_1 2.4%"
export IMPL_num_vias=3874
export IMPL_slew_violations=0
export IMPL_maxCapViolations=0
export IMPL_cts_sinks=205
export IMPL_fin_worst_skew_ns=0.00795
export IMPL_hold_violations=0
export IMPL_ys_chip_area_mm2=0.00667
export IMPL_synth_top_area_share_pct=61.5
export IMPL_syn_cell_area_mm2=0.00667
export IMPL_ys_flop_type="dfxtp_1"
export IMPL_critPathMaxStageDelay_ns=0.39
export IMPL_postCtsSetupBuffers=0
export IMPL_antenna_cells=0
## power breakdown
group / internal [mW] / switching, mW
Combinational: 0.436 / 0.446
Clock: 0.719 / 0.477
Sequential: 1.58 / 0.0777
Total: 2.73 / 1.00
## sequential cells by signal (all words and copies together), names as in the netlist
register	count
_GEN_16	16
_T_9	16
_T_1	15
zs_3	16
_GEN_15	16
_T_24	16
zs_2	16
_T_11	16
zs_0	15
_T_10	16
_T_18	16
_T_2	16
zs_1	15
## per-stage QoR
| step | cell area, um2 | instances | hold slack (ns) | utilization, % | setup slack, ns |
|---|---|---|---|---|---|
| 5_1_grt | 7900 | 837 | 0.329 | 49.2 | 3.32 |
| 2_1_floorplan | 6670 | 558 | 0.310 | - | 3.85 |
| 4_1_cts | 7900 | 837 | 0.322 | 49.2 | 3.58 |
| 6_report | 7900 | 837 | 0.323 | 49.2 | 3.57 |
| 3_3_place_gp | 7240 | 802 | 0.310 | 45.1 | 3.62 |
| 3_5_place_dp | 7240 | 802 | 0.312 | 45.1 | 3.60 |
## kinds of logic after synthesis
logic type,after synthesis,synth area share [%]
compound gates,117,10.9
flops,205,61.5
simple gates,96,7.30
mux,2,0.319
buf+inv,27,1.58
xor+xnor,51,6.70
fa+ha+maj,60,11.7
## synthesized netlist by cell type, types with 2 or more instances
cell type  count
a2111oi_0      2
a211oi_1       5
a21boi_1       2
a21o_1        12
a21oi_1       42
a311o_1        2
a31oi_1        5
and2_1         2
and4_1         2
buf_2          3
dfxtp_1      205
fa_1           4
ha_1          56
inv_1         23
nand2_1       26
nand2b_1       6
nand3_1        9
nand3b_1       4
nor2_1        21
nor2b_1        4
nor3_1         7
nor3b_1        2
nor4_1         3
nor4b_1        3
o211ai_1       5
o21a_1         2
o21ai_0       14
o21ai_1       11
o21bai_1       5
o31ai_1        2
or3_1          2
xnor2_1       33
xor2_1        18
## routing by layer
| metal | wire length (um) | vias to the layer above |
|---|---|---|
| met5 | 0 | - |
| met4 | 210 | 0 |
| met3 | 617 | 19 |
| met2 | 4250 | 96 |
| met1 | 5060 | 1710 |
| li1 | - | 2049 |
## layout make-up
type                       count  share of cell area [%]
clock buffer                  27                    7.44
tap                          216                    3.42
sequential                   205                    51.9
multi-input combinational    326                    31.2
timing repair buffer          32                    4.05
clock inverter                 8                   0.871
inverter                      23                    1.09
## path summary, 6_finish.rpt
path	start	end	slack, ns	cells past startpoint
worst min register to register	_T_1[10]	_T_2[10]	0.32	0
worst max register to register	zs_2[1]	_T_9[13]	3.57	9
worst max-delay path	zs_2[1]	_T_9[13]	3.57	9
worst min-delay path	_T_1[10]	_T_2[10]	0.32	0
## cells in the final DEF, fill, tap and decap left out, types with 3 or more instances in the layout
cell type	n
inv_1	23
o21ai_0	14
clkdlybuf4s50_1	32
a21oi_1	42
nand2_1	26
o21bai_1	5
nand3_1	9
fa_1	4
clkbuf_16	21
nor4b_1	3
dfxtp_1	205
xnor2_1	33
o21ai_1	11
ha_1	56
nor2_1	21
clkinv_2	6
o211ai_1	5
nor4_1	3
nand3b_1	4
a31oi_1	5
a211oi_1	5
clkbuf_8	4
nor3_1	7
nor2b_1	4
nand2b_1	6
a21o_1	12
xor2_1	18
Power figures rest on the tool's default switching activity, not on a simulated workload.
